`design.v`:
```
module Draw #(
    parameter
    P1_PADDLE_X = 0,
    P2_PADDLE_X = 39,
    PADDLE_HEIGHT = 6
    ) (
    input clock,
    input [5:0] p1_paddle_y,
    input [5:0] p2_paddle_y,
    input [5:0] ball_x,
    input [5:0] ball_y,
    input [5:0] column_count,
    input [5:0] row_count,
    output [3:0] out_Red,
    output [3:0] out_Green,
    output [3:0] out_Blue
    );
    reg draw_ball = 0, draw_paddle_p1 = 0, draw_paddle_p2 = 0;
    wire draw; 
    assign draw = draw_ball | draw_paddle_p1 | draw_paddle_p2;
    always @(posedge clock) begin
        draw_paddle_p1 <= ((column_count == P1_PADDLE_X) && (row_count >= p1_paddle_y)
        && (row_count <= p1_paddle_y + PADDLE_HEIGHT)) ? 1 : 0;
        draw_paddle_p2 <= ((column_count == P2_PADDLE_X) && (row_count >= p2_paddle_y)
        && (row_count <= p1_paddle_y + PADDLE_HEIGHT)) ? 1 : 0;
        draw_ball <= (column_count == ball_x && row_count == ball_y) ? 1 : 0;
    end
    assign out_Red = draw ? 4'b1111 : 4'b0000;
    assign out_Green = draw ? 4'b1111 : 4'b0000;
    assign out_Blue = draw ? 4'b1111 : 4'b0000;
endmodule
module Pong (
    input clock,
    input p1_up,
    input p1_down,
    input p2_up,
    input p2_down,
    input start,
    output out_Hsync,
    output out_Vsync,
    output [3:0] out_Red,
    output [3:0] out_Green,
    output [3:0] out_Blue
    );
    parameter TOTAL_COLS = 800, TOTAL_ROWS = 525;
    parameter ACTIVE_COLS = 640, ACTIVE_ROWS = 480;
    wire clock_25Mhz, debounce_clock;
    wire temp1_Hsync, temp1_Vsync, temp2_Hsync, temp2_Vsync;
    wire [3:0] temp_Red, temp_Green, temp_Blue;
    wire p1_up_debounced, p1_down_debounced;
    wire p2_up_debounced, p2_down_debounced;
    clock_divider #(
        .DIVISOR(4)
        ) clock_div (
        .in_clock(clock),
        .out_clock(clock_25Mhz)
        );
    clock_divider #(
        .DIVISOR(50000) 
        ) clock_debounce (
        .in_clock(clock),
        .out_clock(debounce_clock)
        );
    button_debouncer debounce_p1_up(
        .clock(debounce_clock),
        .button(p1_up),
        .debounced_button(p1_up_debounced)
        );
    button_debouncer debounce_p1_down(
        .clock(debounce_clock),
        .button(p1_down),
        .debounced_button(p1_down_debounced)
        );
    button_debouncer debounce_p2_up(
        .clock(debounce_clock),
        .button(p2_up),
        .debounced_button(p2_up_debounced)
        );
    button_debouncer debounce_p2_down(
        .clock(debounce_clock),
        .button(p2_down),
        .debounced_button(p2_down_debounced)
        );
    VGA_Sync_Pulse_Generator #(
        .TOTAL_COLS(TOTAL_COLS),
        .TOTAL_ROWS(TOTAL_ROWS),
        .ACTIVE_COLS(ACTIVE_COLS),
        .ACTIVE_ROWS(ACTIVE_ROWS)
        ) sync_pulse_gen (
        .clock(clock_25Mhz),
        .out_Hsync(temp1_Hsync),
        .out_Vsync(temp1_Vsync)
        );
    Pong_FSM #(
        .TOTAL_COLS(TOTAL_COLS),
        .TOTAL_ROWS(TOTAL_ROWS),
        .ACTIVE_COLS(ACTIVE_COLS),
        .ACTIVE_ROWS(ACTIVE_ROWS)
        ) pong_fsm_wrap (
        .clock(clock_25Mhz),
        .in_Hsync(temp1_Hsync),
        .in_Vsync(temp1_Vsync),
        .start(start),
        .p1_up(p1_up_debounced),
        .p1_down(p1_down_debounced),
        .p2_up(p2_up_debounced),
        .p2_down(p2_down_debounced),
        .out_Hsync(temp2_Hsync),
        .out_Vsync(temp2_Vsync),
        .p1_score(),
        .p2_score(),
        .out_Red(temp_Red),
        .out_Green(temp_Green),
        .out_Blue(temp_Blue)
        );
    VGA_Sync_Porch #(
        .TOTAL_COLS(TOTAL_COLS),
        .TOTAL_ROWS(TOTAL_ROWS),
        .ACTIVE_COLS(ACTIVE_COLS),
        .ACTIVE_ROWS(ACTIVE_ROWS)
        ) sync_porch (
        .clock(clock_25Mhz),
        .in_Hsync(temp2_Hsync),
        .in_Vsync(temp2_Vsync),
        .in_Red(temp_Red),
        .in_Green(temp_Green),
        .in_Blue(temp_Blue),
        .out_Hsync(out_Hsync),
        .out_Vsync(out_Vsync),
        .out_Red(out_Red),
        .out_Green(out_Green),
        .out_Blue(out_Blue)
        );
endmodule
module Pong_Ball_Control #(
    parameter
    GAME_WIDTH = 40,
    GAME_HEIGHT = 30
    ) (
    input clock,
    input reset_n,
    input [5:0] column_count,
    input [5:0] row_count,
    output reg [5:0] ball_x = 0,
    output reg [5:0] ball_y = 0
    );
    parameter BALL_SPEED = 1250000;
    reg [5:0] previous_ball_x = 0, previous_ball_y = 0;
    integer ball_count = 0;
    always @(posedge clock) begin
        if (~reset_n) begin
            ball_x <= GAME_WIDTH/2;
            ball_y <= GAME_HEIGHT/2;
            previous_ball_x <= GAME_WIDTH/2 + 1;
            previous_ball_y <= GAME_HEIGHT/2 + 1;
        end else begin
            if (ball_count < BALL_SPEED) begin
                ball_count <= ball_count + 1;
            end else begin
                ball_count <= 0;
                previous_ball_x <= ball_x;
                previous_ball_y <= ball_y;
                ball_x <= ((previous_ball_x < ball_x && ball_x == GAME_WIDTH-1) 
                || (previous_ball_x > ball_x && ball_x != 0)) ? ball_x - 1 : ball_x + 1;
                ball_y <= ((previous_ball_y < ball_y && ball_y == GAME_HEIGHT-1) 
                || (previous_ball_y > ball_y && ball_y != 0)) ? ball_y - 1 : ball_y + 1;
            end
        end
    end
endmodule
module Pong_FSM #(
    parameter
    TOTAL_COLS = 800,
    TOTAL_ROWS = 525,
    ACTIVE_COLS = 640,
    ACTIVE_ROWS = 480
    ) (
    input clock,
    input in_Hsync,
    input in_Vsync,
    input start,
    input p1_up,
    input p1_down,
    input p2_up,
    input p2_down,
    output reg out_Hsync = 0,
    output reg out_Vsync = 0,
    output reg [3:0] p1_score,
    output reg [3:0] p2_score,
    output [3:0] out_Red,
    output [3:0] out_Green,
    output [3:0] out_Blue
    );
    parameter GAME_WIDTH = 40, GAME_HEIGHT = 30;
    parameter SCORE_LIMIT = 9;
    parameter PADDLE_HEIGHT = 6;
    parameter P1_PADDLE_COLUMN = 0, P2_PADDLE_COLUMN = GAME_WIDTH-1;
    parameter IDLE = 3'd0, RUNNING = 3'd1, P1_SCORE = 3'd2, P2_SCORE = 3'd3, RESTART = 3'd4;
    reg [3:0] state = IDLE;
    wire temp_Hsync, temp_Vsync, p1_draw_paddle, p2_draw_paddle, draw, reset_n;
    wire [9:0] column_count, row_count;
    wire [5:0] p1_paddle_y, p2_paddle_y, ball_x, ball_y;
    wire [5:0] small_column_count, small_row_count;
    assign small_column_count = column_count[9:4];
    assign small_row_count = row_count[9:4];
    assign reset_n = (state == RUNNING) ? 1 : 0;
    VGA_Sync_to_Count #(
        .TOTAL_COLS(TOTAL_COLS),
        .TOTAL_ROWS(TOTAL_ROWS)
        ) VGA_Sync_to_Count_wrap (
        .clock(clock),
        .in_Hsync(in_Hsync),
        .in_Vsync(in_Vsync),
        .out_Hsync(temp_Hsync),
        .out_Vsync(temp_Vsync),
        .column_count(column_count),
        .row_count(row_count)
        );
    always @(posedge clock) begin
        out_Hsync <= temp_Hsync;
        out_Vsync <= temp_Vsync;
    end
    Pong_Paddle_Control #(
        .PADDLE_HEIGHT(PADDLE_HEIGHT),
        .GAME_HEIGHT(GAME_HEIGHT)
        ) p1_paddle (
        .clock(clock),
        .column_count(small_column_count),
        .row_count(small_row_count),
        .up(p1_up),
        .down(p1_down),
        .paddle_y(p1_paddle_y)
        );
    Pong_Paddle_Control #(
        .PADDLE_HEIGHT(PADDLE_HEIGHT),
        .GAME_HEIGHT(GAME_HEIGHT)
        ) p2_paddle (
        .clock(clock),
        .column_count(small_column_count),
        .row_count(small_row_count),
        .up(p2_up),
        .down(p2_down),
        .paddle_y(p2_paddle_y)
        );
    Pong_Ball_Control #(
        .GAME_HEIGHT(GAME_HEIGHT),
        .GAME_WIDTH(GAME_WIDTH)
        ) ball_wrap (
        .clock(clock),
        .reset_n(reset_n),
        .column_count(small_column_count),
        .row_count(small_row_count),
        .ball_x(ball_x),
        .ball_y(ball_y)
        );
    Draw #(
        .P1_PADDLE_X(P1_PADDLE_COLUMN),
        .P2_PADDLE_X(P2_PADDLE_COLUMN),
        .PADDLE_HEIGHT(PADDLE_HEIGHT)
        ) draw_wrap (
        .clock(clock),
        .ball_y(ball_y),
        .column_count(small_column_count),
        .row_count(small_row_count),
        .out_Red(out_Red),
        .out_Green(out_Green),
        .out_Blue(out_Blue)
        );
    always @(posedge clock) begin
        case (state)
        IDLE: state <= (reset_n) ? RUNNING : IDLE;
        RUNNING: begin
            if (((ball_x == GAME_WIDTH-1) && (ball_y < p2_paddle_y))
                || (ball_y > (p2_paddle_y + PADDLE_HEIGHT))) begin
                state <= P1_SCORE;
            end else if ((ball_x == 0) && (ball_y < p1_paddle_y) 
                || (ball_y > (p1_paddle_y + PADDLE_HEIGHT))) begin
                state <= P2_SCORE;
            end
        end
        P1_SCORE: begin
            if (p1_score == SCORE_LIMIT-1) begin
                p1_score <= 0;
            end else begin
                p1_score <= p1_score + 1;
                state <= RESTART;
            end
        end
        P2_SCORE: begin
            if (p2_score == SCORE_LIMIT-1) begin
                p2_score <= 0;
            end else begin
                p2_score <= p2_score + 1;
                state <= RESTART;
            end
        end
        RESTART: state <= IDLE;
        endcase
    end
endmodule
module Pong_Paddle_Control #(
    parameter
    PADDLE_HEIGHT = 6,
    GAME_HEIGHT = 30
    ) (
    input clock,
    input [5:0] column_count,
    input [5:0] row_count,
    input up, down,
    output reg [5:0] paddle_y = 0
    );
    parameter PADDLE_SPEED = 1250000;
    integer paddle_count = 0;
    wire paddle_enable;
    assign paddle_enable = up ^ down;
    always @(posedge clock) begin
        if (paddle_enable) begin
            paddle_count <= (paddle_count == PADDLE_SPEED) ? 0 : paddle_count + 1;
        end
        if (up && (paddle_count == PADDLE_SPEED) && paddle_y != 0) begin
            paddle_y <= paddle_y - 1;
        end else if (down && (paddle_count == PADDLE_SPEED) && paddle_y != GAME_HEIGHT-PADDLE_HEIGHT-1) begin
            paddle_y <= paddle_y + 1;
        end
    end
endmodule
module VGA_Sync_Porch #(
    parameter   
    TOTAL_COLS = 800, 
    TOTAL_ROWS = 525,
    ACTIVE_COLS = 640,
    ACTIVE_ROWS = 480,
    H_FRONT_PORCH = 16,
    H_BACK_PORCH = 48,
    V_FRONT_PORCH = 10,
    V_BACK_PORCH = 33
    ) (
    input clock,
    input in_Hsync,
    input in_Vsync,
    input [3:0] in_Red,
    input [3:0] in_Green,
    input [3:0] in_Blue,
    output reg out_Hsync = 0,
    output reg out_Vsync = 0,
    output reg [3:0] out_Red = 0,
    output reg [3:0] out_Green = 0,
    output reg [3:0] out_Blue = 0
    );
    wire temp_Hsync, temp_Vsync;
    wire [9:0] column_count, row_count;
    reg [3:0] temp_Red = 0, temp_Green = 0, temp_Blue = 0;
    VGA_Sync_to_Count #(
        .TOTAL_COLS(TOTAL_COLS),
        .TOTAL_ROWS(TOTAL_ROWS)
        ) Sync_to_Count_wrap (
        .clock(clock),
        .in_Hsync(in_Hsync),
        .in_Vsync(in_Vsync),
        .out_Hsync(temp_Hsync),
        .out_Vsync(temp_Vsync),
        .column_count(column_count),
        .row_count(row_count)
        );
    always @(posedge clock) begin
        out_Hsync <=  ((column_count < H_FRONT_PORCH + ACTIVE_COLS-1) 
        || (column_count > TOTAL_COLS - H_BACK_PORCH-1)) ? 1 : temp_Hsync;
        out_Vsync <= ((row_count < V_FRONT_PORCH + ACTIVE_ROWS-1)
        || (row_count > TOTAL_ROWS - V_BACK_PORCH-1)) ? 1 : temp_Vsync;
    end
    always @(posedge clock) begin
        temp_Red <= in_Red;
        temp_Green <= in_Green;
        temp_Blue <= in_Blue;
        out_Red <= temp_Red;
        out_Green <= temp_Green;
        out_Blue <= temp_Blue;
    end
endmodule
module VGA_Sync_Pulse_Generator #(
    parameter   
    TOTAL_COLS = 800, 
    TOTAL_ROWS = 525,
    ACTIVE_COLS = 640,
    ACTIVE_ROWS = 480
    ) (
    input clock,  
    output out_Hsync,
    output out_Vsync,
    output reg [9:0] column_count = 0,
    output reg [9:0] row_count = 0
    );
    always @(posedge clock) begin
        if (column_count == TOTAL_COLS-1) begin
            column_count <= 0;
            row_count <= (row_count == TOTAL_ROWS-1) ? 0 : row_count + 1;
        end else begin
            column_count <= column_count + 1;
        end
    end
    assign out_Hsync = (column_count < ACTIVE_COLS-1) ? 1 : 0;
    assign out_Vsync = (row_count < ACTIVE_ROWS-1) ? 1 : 0;
endmodule 
module VGA_Sync_to_Count #(
    parameter
    TOTAL_COLS = 800,
    TOTAL_ROWS = 525
    ) (
    input clock,
    input in_Hsync,
    input in_Vsync,
    output reg out_Hsync = 0,
    output reg out_Vsync = 0,
    output reg [9:0] column_count = 0,
    output reg [9:0] row_count = 0
    );
    wire start;
    assign start = (~in_Vsync & in_Vsync); 
    always @(posedge clock) begin
        out_Hsync <= in_Hsync;
        out_Vsync <= in_Vsync;
    end
    always @(posedge clock) begin
        if (start) begin
            row_count <= 0;
            column_count <= 0;
        end else begin
            if (column_count == TOTAL_COLS-1) begin
                row_count <= (row_count == TOTAL_ROWS-1) ? 0 : row_count + 1;
                column_count <= 0;
            end else begin
                column_count <= column_count + 1;
            end
        end
    end
endmodule
module button_debouncer (
    input button,         
    input clock,            
    output reg debounced_button = 0 
    );
    parameter IDLE = 2'b00, PRESS_CHECK = 2'b01, PRESSED = 2'b10, RELEASE_CHECK = 2'b11;
    parameter DEBOUNCE_TIME = 10; 
    reg [1:0] state = IDLE;
    reg [3:0] debounce_counter = 0;
    always @(posedge clock) begin
        case (state)
            IDLE: begin
                debounced_button <= 0;
                debounce_counter <= 0;
                state <= (button) ? PRESS_CHECK : IDLE;
            end
            PRESS_CHECK: begin
                if (!button) begin
                    state <= IDLE;
                end else if (debounce_counter == DEBOUNCE_TIME) begin
                    state <= PRESSED;
                end else begin
                    debounce_counter <= debounce_counter + 1;
                end
            end
            PRESSED: begin
                debounced_button <= 1;
                debounce_counter <= 0;
                state <= (!button) ? RELEASE_CHECK : PRESSED;
            end
            RELEASE_CHECK: begin
                if (button) begin
                    state <= PRESSED;
                end else if (debounce_counter == DEBOUNCE_TIME) begin
                    state <= IDLE;
                end else begin 
                    debounce_counter <= debounce_counter + 1;
                end
            end
        endcase
    end
endmodule
module clock_divider #(
    parameter DIVISOR = 10000
    ) (
    input in_clock,
    output reg out_clock=0
    );
    integer counter = 0;
    always @(posedge in_clock) begin
        counter <= (counter >= DIVISOR-1) ? 0 : counter + 1;
        out_clock <= (counter < DIVISOR/2) ? 1 : 0;
    end
endmodule
```
`run.sh`:
```
#!/bin/bash
# OpenROAD 26Q1-2900-gdf79404cd8, Yosys 0.63+post, stock flow scripts
make -C /OpenROAD-flow-scripts/flow DESIGN_CONFIG=/design/flow/config.mk WORK_HOME=/design/flow/orfs finish
```
`config.mk`:
```
export PLATFORM = sky130hd
export DESIGN_NAME = Pong
export DESIGN_NICKNAME = Pong
export VERILOG_FILES = /design/flow/design.v
export SDC_FILE = /design/flow/constraint.sdc
export NUM_CORES = 4
export LEC_CHECK = 1
export CORE_UTILIZATION = 30
```
`constraint.sdc`:
```
current_design Pong

set clk_period 4.8
set clk_io_pct 0.2

create_clock -name clk0 -period $clk_period [get_ports {clock}]

set non_clock_inputs [all_inputs -no_clocks]
set_input_delay [expr $clk_period * $clk_io_pct] -clock clk0 $non_clock_inputs
set_output_delay [expr $clk_period * $clk_io_pct] -clock clk0 [all_outputs]
```
==> CHANGELOG.md <==
### Metrics

* Post-detailed-route DRC marker count at 0
* Summed instance area of the synthesized netlist at 15,810 sq um
* Clock insertion delay at the later pin of the skew report at approximately 0.32 ns
* Endpoints left unconstrained at 435
* CTS H-tree depth at 3
* Register share after synthesis at 50.45%
* Row Count at ~83
* Post-synthesis chip area from yosys at 15,810 sq um
* Root cell of the clock tree: sky130_fd_sc_hd__clkbuf_16
* Chain of cells forming the critical path: nand3_1 > nor3_1 > and2_0 > and3_1 > nand2_1 > xor2_1 > nor2_1
* Avg Inst Size Synth at 10.07 sq um
* Number of standard cells reported by yosys at 1,571
* Number of port buffers at 18
* Unrepaired setup endpoints after global routing: false
* Post-route standard cell area excluding fillers at ~17,000 sq um
* Critical path arrival at 2.31 ns
* Die width at 231.6 microns
* Area share of the leading cell type in the synthesized netlist at 33.61%
* First-pass iteration count of the detailed router at 5
* Final Skew at 0.004862 ns
* Highest clock rate at 477.6 MHz
* Count of flip-flops with a built-in enable after synthesis at 177
* Effective utilization at floorplan at 30.58%
* Final period demand of the worst path at roughly 2.1 ns
* Fraction of layout instances using a drive strength above 1 at under 10%
* Setup total negative slack at 0 ns
* Post-Route Utilization at around 33%
* Maximum number of pins on one net before global-route repair at 91
* Number of placed cells counting well taps at 2,252
* Peak supply drop at 0.0002418 V
* Total wire length at 24,730 microns
* Drt initial violations at 529
* Cell type with the largest total area: sky130_fd_sc_hd__edfxtp_1
* Max-capacitance violation count at 0
* Type of the tightest min-delay check: register to register
* Total overflow reported by the global router at 0
* Clock transition at the register clock pins on the worst setup and hold paths after CTS at 0.05 ns
* Relative slew margins at 39.94%
* Buffer depth of the longest clock path at 2
* Avg Vias per Cell at around 4.6
* Antenna violations before repair at 0
* Area post-placement at roughly 17,000 sq um
* Kind of start point of the critical path: register
* Full die area at 53,640 sq um
* Placed wire-length estimate at 17,860 microns
* Buffer-and-inverter tally for the worst setup path at 0
* Number of global-route vias before repair at 9,858
* Count of final max-slew check failures at 0
* Endpoint kind of the worst setup timing path: register
* Tool Warnings at 39
* Cells after synthesis at 1,571
* Core area at 51,720 sq um
* Tightest Pin Transition at 0.8955 ns
* Tally of nets with antenna violations remaining after routing at 0
* Setup Fix Bufs, Post-CTS at 0
* Vertical extent of the die at about 230 microns
* Top cell family by delay on the critical path: simple AND/OR/NAND/NOR gates
* Antenna fix cells at 0
* Number of buffers created by CTS at 9
* Wire length of the first global-routing pass at 44,180 microns
* Number of failing hold endpoints at the final stage at 0
* Status: finished clean
* Total power after layout at 0.001134 W
* Count of unclocked register or latch pins at 244
* #FFs+latches synth at 310
* Tcrit/Tclk final at 43.62%
* Cell with the largest stage delay on the worst path: sky130_fd_sc_hd__nor3_1
* Yosys warning total at 28
* Drt wl/cell at roughly 11 microns
* All-layer global routing usage at 9.713%
* Static Leakage at 6.052 nW
* Io pins at 20
* Path type of the worst setup path: register to register
* Post-synthesis async set-or-reset flop share at 0%
* Area growth from synthesis to final layout at 8.047%
* Clock tree from TritonCTS: yes
* Hold bufs inserted after CTS at 0
* Maximum fanout count along the critical path at 5
* Cell variety after synth at 64
* Final weighted congestion in routability-driven placement at 0.8254
* Quantity of gates resized following cts at 0
* Biggest area cells: sky130_fd_sc_hd__edfxtp_1, sky130_fd_sc_hd__dfxtp_1, sky130_fd_sc_hd__xor2_1
* Number of non-filler instances in the completed layout at 2,268
* Via Count at 10,450
* Slowest Stage Delay on Critical Path at 0.46 ns
* Endpoint required time on the critical path at 5.02 ns
* Primary flip-flop cell chosen by synthesis mapping: sky130_fd_sc_hd__edfxtp_1
* Endpoints failing setup at 0
* Power density over the cells at between 60 and 70 nW/um^2
routing by layer:
metal  up-vias  GRT usage (%)  wire length (microns)
met5         -              0                      0
met4         0         0.5962                    128
met3        11         0.9422                    526
met2       103          15.28                  10900
met1      4865          15.71                  13180
li1       5475              -                      -
stage by stage:
step                setup WS [ns]  hold slack, ns
finish                      2.706          0.4473
global route                2.581          0.4786
CTS                         2.754          0.4496
detailed placement          2.791          0.4380
global placement            2.777          0.4325
floorplan                   2.993          0.4175
synth_stat cells, types with 30 or more instances:
library cell,instances
sky130_fd_sc_hd__a21oi_1,51
sky130_fd_sc_hd__dfxtp_1,133
sky130_fd_sc_hd__and3_1,30
sky130_fd_sc_hd__xor2_1,118
sky130_fd_sc_hd__nand2_1,149
sky130_fd_sc_hd__ha_1,80
sky130_fd_sc_hd__nand3_1,77
sky130_fd_sc_hd__nor2_1,245
sky130_fd_sc_hd__nand4_1,48
sky130_fd_sc_hd__inv_1,73
sky130_fd_sc_hd__edfxtp_1,177
sky130_fd_sc_hd__xnor2_1,115
report_power, final:
part	internal (W)	total, W	switching [W]
clock	0.000360	0.000574	0.000214
sequential	0.000550	0.000550	0
combinational	0.00000492	0.00000985	0.00000493
layout by cell type, fill, tap and decap left out, types with 4 or more instances in the layout:
master,n
sky130_fd_sc_hd__nor4b_1,9
sky130_fd_sc_hd__or3_1,10
sky130_fd_sc_hd__and2_1,10
sky130_fd_sc_hd__dfxtp_1,132
sky130_fd_sc_hd__inv_1,73
sky130_fd_sc_hd__nor2_1,245
sky130_fd_sc_hd__xor2_1,116
sky130_fd_sc_hd__clkdlybuf4s50_1,18
sky130_fd_sc_hd__o31ai_1,7
sky130_fd_sc_hd__nand3_1,77
sky130_fd_sc_hd__a211oi_1,4
sky130_fd_sc_hd__nand4_1,48
sky130_fd_sc_hd__o211ai_1,12
sky130_fd_sc_hd__clkbuf_16,9
sky130_fd_sc_hd__nor3_1,22
sky130_fd_sc_hd__o21ai_0,29
sky130_fd_sc_hd__mux2i_1,4
sky130_fd_sc_hd__o21bai_1,4
sky130_fd_sc_hd__a21o_1,11
sky130_fd_sc_hd__and4_1,8
sky130_fd_sc_hd__ha_1,80
sky130_fd_sc_hd__nor4_1,28
sky130_fd_sc_hd__o21a_1,6
sky130_fd_sc_hd__nand2b_1,5
sky130_fd_sc_hd__xnor2_1,115
sky130_fd_sc_hd__and3_1,30
sky130_fd_sc_hd__a21oi_1,50
sky130_fd_sc_hd__nand2_1,149
sky130_fd_sc_hd__edfxtp_1,177
sky130_fd_sc_hd__buf_4,16
sky130_fd_sc_hd__nor2b_1,26
sky130_fd_sc_hd__fa_1,4
cells by family (layout without fill, tap and decap cells):
family          after synthesis  in the layout  synth area share [%]
flops                       310            310                 50.45
simple gates                690            690                 21.05
buf+inv                     107            124                 2.872
mux                           5              5                0.3244
fa+ha+maj                    84             84                 6.836
compound gates              142            142                 5.570
xor+xnor                    233            233                 12.90
state kept, by name, summed over array words and instances (netlist names), 6 cells and up, named ones only:
register / flops
pong_fsm_wrap.p2_paddle.paddle_y: 6
sync_porch.Sync_to_Count_wrap.row_count: 10
pong_fsm_wrap.VGA_Sync_to_Count_wrap.row_count: 10
pong_fsm_wrap.ball_wrap.previous_ball_x: 6
clock_debounce.counter: 32
pong_fsm_wrap.ball_wrap.previous_ball_y: 6
sync_pulse_gen.column_count: 10
pong_fsm_wrap.ball_wrap.ball_count: 32
pong_fsm_wrap.p1_paddle.paddle_count: 32
pong_fsm_wrap.VGA_Sync_to_Count_wrap.column_count: 10
sync_pulse_gen.row_count: 10
pong_fsm_wrap.ball_wrap.ball_y: 6
sync_porch.Sync_to_Count_wrap.column_count: 10
pong_fsm_wrap.p1_paddle.paddle_y: 6
pong_fsm_wrap.p2_paddle.paddle_count: 32
pong_fsm_wrap.ball_wrap.ball_x: 6
clock_div.counter: 32
layout make-up:
class                           count  area [sq um]
Timing Repair Buffer               34         300.3
Clock buffer                       13         250.2
Inverter                           74         277.8
Multi-Input combinational cell   1154          7411
Tap cell                          680         850.8
Sequential cell                   310          7981
Fill cell                        5143         34630
Clock inverter                      3         15.01
final timing paths:
check	start	endpoint	slack [ns]	cells after the start
setup reg to reg	clock_debounce.counter[2]	clock_debounce.counter[25]	2.71	7
hold reg to reg	clock_debounce.counter[0]	clock_debounce.counter[0]	0.45	1
hold / removal	clock_debounce.counter[0]	clock_debounce.counter[0]	0.45	1
setup / recovery	clock_debounce.counter[2]	clock_debounce.counter[25]	2.71	7
No activity file was given, so power comes from the tool's default toggle rates.
